--- design/flow/run.sh ---
#!/bin/bash
# OpenROAD 26Q1-2900-gdf79404cd8, Yosys 0.63+post, stock flow scripts
make -C /OpenROAD-flow-scripts/flow DESIGN_CONFIG=/design/flow/config.mk WORK_HOME=/design/flow/orfs finish
--- design/flow/config.mk ---
export PLATFORM = sky130hd
export DESIGN_NAME = quantizer
export DESIGN_NICKNAME = quantizer
export VERILOG_FILES = /design/flow/design.v
export SDC_FILE = /design/flow/constraint.sdc
export NUM_CORES = 4
export LEC_CHECK = 1
export CORE_UTILIZATION = 30
--- design/flow/constraint.sdc ---
current_design quantizer

set clk_period 8.7
set clk_io_pct 0.2

create_clock -name clk0 -period $clk_period [get_ports {clk}]

set non_clock_inputs [all_inputs -no_clocks]
set_input_delay [expr $clk_period * $clk_io_pct] -clock clk0 $non_clock_inputs
set_output_delay [expr $clk_period * $clk_io_pct] -clock clk0 [all_outputs]
--- design/flow/design.v ---
`timescale 1ns / 1ps
module quant_divider(
	input         clk,
	input         reset_n,
    input  [7:0]  i_index,
	input  [31:0] i_unit,
	input  [31:0] i_activation,
	output [7:0]  o_index,
	output [31:0] o_left,
	output [31:0] o_unit
);
    reg [7:0]  r_index;
    reg [31:0] r_left;
    reg [31:0] r_unit;
    always@(posedge clk or negedge reset_n) begin
        if (!reset_n) begin
            r_index <=  1'd0;
            r_left  <= 32'd0;
            r_unit  <= 32'd0;
        end else begin
            r_unit  <= {1'd0, i_unit[31:1]};  
            if ((i_activation == 32'd0) | (i_activation < i_unit)) begin 
                r_index <= {i_index[6:0], 1'd0};
                r_left  <= i_activation;
            end else begin
                r_index <= {i_index[6:0], 1'd1};
                r_left  <= i_activation - i_unit;
            end
        end
    end
assign o_index = r_index;
assign o_left  = r_left;
assign o_unit  = r_unit;
endmodule
`timescale 1ns / 1ps
module quant_pre(
    input         clk,
    input         reset_n,
    input  [31:0] i_max,
    input  [31:0] i_activation,
    output [31:0] o_unit,
    output [31:0] o_activation
);
    reg [31:0] r_unit;
    reg [31:0] r_activation;
    always@(posedge clk or negedge reset_n) begin
        if (!reset_n) begin
		    r_unit       <= 32'd0;
			r_activation <= 32'd0;
        end else begin
            if (i_activation[30:23] > i_max[30:23]) begin 
                r_unit <= 32'h80000000; 
                r_activation <= 32'hff000000; 
            end else if (i_activation[30:23] < (i_max[30:23] - 8'd8)) begin 
                r_unit <= 32'h00000008;
                r_activation <= 32'd0;
            end else begin
                r_unit <= {2'd1, i_max[22:0], 7'd0};
                case (i_max[30:23] - i_activation[30:23])
                    8'd8:    r_activation <= {9'd1, i_activation[22:0]};
                    8'd7:    r_activation <= {8'd1, i_activation[22:0], 1'd0};
                    8'd6:    r_activation <= {7'd1, i_activation[22:0], 2'd0};
                    8'd5:    r_activation <= {6'd1, i_activation[22:0], 3'd0};
                    8'd4:    r_activation <= {5'd1, i_activation[22:0], 4'd0};
                    8'd3:    r_activation <= {4'd1, i_activation[22:0], 5'd0};
                    8'd2:    r_activation <= {3'd1, i_activation[22:0], 6'd0};
                    8'd1:    r_activation <= {2'd1, i_activation[22:0], 7'd0};
                    default: r_activation <= {1'd1, i_activation[22:0], 8'd0};
                endcase
            end
        end
    end
    assign o_unit = r_unit;
    assign o_activation = r_activation;
endmodule
`timescale 1ns / 1ps
module quantizer(
    input         clk,
    input         reset_n,
    input  [31:0] i_max,
    input  [31:0] i_activation,
    output [7:0]  o_index
);
    wire [7:0]  w_index[7:0];
    wire [31:0] w_left [7:0];
    wire [31:0] w_unit [7:0];
    quant_pre u_quant_pre(
        .clk(clk),
        .reset_n(reset_n),
        .i_max(i_max),
        .i_activation(i_activation),
        .o_unit(w_unit[0]),
        .o_activation(w_left[0])
    );
    quant_divider u_quant_divider_1 (
        .clk(clk), .reset_n(reset_n),
        .i_index(8'd0), .i_unit(w_unit[0]), .i_activation(w_left[0]), 
	    .o_index(w_index[0]), .o_left(w_left[1]), .o_unit(w_unit[1])
    );
    quant_divider u_quant_divider_2 (
        .clk(clk), .reset_n(reset_n),
        .i_index(w_index[0]), .i_unit(w_unit[1]), .i_activation(w_left[1]), 
	    .o_index(w_index[1]), .o_left(w_left[2]), .o_unit(w_unit[2])
    );
    quant_divider u_quant_divider_3 (
        .clk(clk), .reset_n(reset_n),
        .i_index(w_index[1]), .i_unit(w_unit[2]), .i_activation(w_left[2]), 
	    .o_index(w_index[2]), .o_left(w_left[3]), .o_unit(w_unit[3])
    );
    quant_divider u_quant_divider_4 (
        .clk(clk), .reset_n(reset_n),
        .i_index(w_index[2]), .i_unit(w_unit[3]), .i_activation(w_left[3]), 
	    .o_index(w_index[3]), .o_left(w_left[4]), .o_unit(w_unit[4])
    );
    quant_divider u_quant_divider_5 (
        .clk(clk), .reset_n(reset_n),
        .i_index(w_index[3]), .i_unit(w_unit[4]), .i_activation(w_left[4]), 
	    .o_index(w_index[4]), .o_left(w_left[5]), .o_unit(w_unit[5])
    );
    quant_divider u_quant_divider_6 (
        .clk(clk), .reset_n(reset_n),
        .i_index(w_index[4]), .i_unit(w_unit[5]), .i_activation(w_left[5]), 
	    .o_index(w_index[5]), .o_left(w_left[6]), .o_unit(w_unit[6])
    );
    quant_divider u_quant_divider_7 (
        .clk(clk), .reset_n(reset_n),
        .i_index(w_index[5]), .i_unit(w_unit[6]), .i_activation(w_left[6]), 
	    .o_index(w_index[6]), .o_left(w_left[7]), .o_unit(w_unit[7])
    );
    quant_divider u_quant_divider_8 (
        .clk(clk), .reset_n(reset_n),
        .i_index(w_index[6]), .i_unit(w_unit[7]), .i_activation(w_left[7]), 
	    .o_index(w_index[7]), .o_left(), .o_unit()
    );
    assign o_index = w_index[7];
endmodule
==> impl_metrics.ini <==
; synthesis and place-and-route metrics
[timing]
setup_ws_ns = 3.245
rsz0062_at_grt = no
finalClockSkew_ns = 0.009936
hold_viol = 0
worst_pin_slew_ns = 0.9659
period_minus_slack_ns = 5.455
setup_tns_ns = 0
maxSlewHeadroom_pct = 35.07
fmax_mhz = 183.3
setup_violations = 0
period_used_pct = 62.70
timing.hold.ws_ns = 0.3426
final_max_slew_viol_count = 0

[placement]
place_inst = 4000
dpl.hpwl_um = 45130
placed_area_um2 = 29520
place_ws_ns = 2.658
gp_congestion = 0.8935
placement.io_buffers = 71

[detailed_routing]
vias_per_cell = 4.823
wl_met1_um = 27070
dr.max_layer_used = met4
drt_pass1_iterations = 5
route.met2.wl_um = 26950
avgRoutedWirePerCell_um = 14.31
drc = 0
wl_um = 58560
detail_route.iter0.violations = 1114
antenna_left = 0
n_antenna_cell = 0
vias = 19740
dr_wl_met3_um = 2834

[critical_path]
critical_path_class = in -> reg
cp.arrival_ns = 5.95
crit_path_max_incr_delay_ns = 0.76
cp_max_fo = 11
path_common_cell = nor2_1
r2r_slack_ns = 4.65
cpMaxStageDelayCell = nor4_2
cp-endpoint = u_quant_pre.r_activation[19]$_DFF_PN0_
cp-start-kind = input port
cp.required_ns = 9.19
r2r_end = u_quant_divider_6.r_left[5]$_DFF_PN0_
reg2reg_from = u_quant_divider_5.r_left[2]$_DFF_PN0_
reg2reg_depth = 13
crit_path_start = i_max[23]
path_cells = clkdlybuf4s50_1 > inv_1 > ha_1 > fa_1 > nand3b_1 > nor4_1 > mux2i_1 > o41ai_1 > nor2_1 > nor4_2 > and2_0 > buf_4 > a32o_1 > nor2_1 > a31oi_1
end_kind = register

[synthesis]
edf_count = 0
flop_cell = dfrtp_1
postSynthAreaPerCell_um2 = 9.757
yosys_warnings = 3
netlist_area_um2 = 27420
ys_chip_area_um2 = 27420
synthArstFlopShare_pct = 100.0
syn-instance-count = 2810
synth_cell_type_count = 95
yosys_cells = 2810
ys_seq_share_pct = 45.27
ys_seq_elements = 496

[run]
cap_violations = 0
warning_count = 32

[cts]
cts_resized = 0
cts_root_buf = clkbuf_16
insertion_delay_ns = 0.58
clk_pin_slew_ns = 0.06
cts_hold_buf = 0
cts_sinks = 496
clk_path_buf_depth = 3
cts_setup_buffers = 0
cts_buffers = 50
h-tree-depth = 2
cts_tree = built

[cells_and_area]
area_growth_pct = 14.31
fill_cells = 8972
drive_above_1_share_pct = 7.339
design_area_um2 = 31340
stdcell_count = 4092

[floorplanning]
die_w_um = 304.3
fp_util_pct = 30.37
die_h_um = 304.3
coreArea_um2 = 90290
rows = 110
die_area_um2 = 92600
pin_count = 74

[power]
p_leak_nw = 13.41
powerDensity_nw_per_um2 = 356.8
peakVddDrop_v = 0.0001611

[global_route]
grt_pass1_wl_um = 99480
grt_max_degree = 78
grt_pass1_vias = 19520
grt-ovfl-total = 0
grt_antenna_before_repair = 0
grtUsageTotal_pct = 13.30

[worst_hold_path]
holdCritPathClass = reg -> reg

[run_status]
status = finished clean
worst max-delay path, delay by kind of cell:
family                     cells  cell delay (ns)
buffers and inverters          3             0.80
adders and majority gates      2             0.66
and+or+nand+nor                6             1.90
AOI/OAI and AO/OA              3             0.73
muxes                          1             0.13
cells in the mapped netlist, types with 8 or more instances:
master      n  area (um^2)
dfrtp_1   496        12410
inv_1     272         1021
nand2_1   240        900.9
ha_1      225         2815
o21ai_0   220         1101
a21oi_1   189        945.9
nor2_1    151        566.8
xnor2_1    96        840.8
xor2_1     86        753.2
nor4_1     73        456.7
a21o_1     70        525.5
clkbuf_1   62        232.7
mux2_2     59        664.4
nand3_1    45        225.2
nor3_1     40        200.2
and3_1     31        193.9
nor2b_1    31        193.9
o21a_1     29        217.7
a31oi_1    26        162.7
o21bai_1   26        195.2
nand2b_1   25        156.4
nand4_1    22        137.6
a211oi_1   20        150.1
o31ai_1    17        127.6
a221oi_1   16        140.1
buf_2      16        80.08
a22oi_1    15        112.6
a222oi_1   11        110.1
mux2i_1     9        90.09
a21boi_0    8        60.06
a22o_1      8        70.07
a32oi_1     8        70.07
and2_1      8        50.05
nor3b_1     8        60.06
o31a_1      8        70.07
or2_2       8        50.05
flip-flops by register name, indices dropped and copies added (netlist names), 7 cells and up:
signal                     count
u_quant_divider_1.r_left      32
u_quant_divider_1.r_unit      26
u_quant_divider_2.r_left      32
u_quant_divider_2.r_unit      26
u_quant_divider_3.r_left      32
u_quant_divider_3.r_unit      26
u_quant_divider_4.r_left      32
u_quant_divider_4.r_unit      25
u_quant_divider_5.r_left      32
u_quant_divider_5.r_unit      25
u_quant_divider_6.r_left      32
u_quant_divider_6.r_unit      25
u_quant_divider_7.r_index      7
u_quant_divider_7.r_left      32
u_quant_divider_7.r_unit      25
u_quant_divider_8.r_index      8
u_quant_pre.r_activation      32
u_quant_pre.r_unit            26
logic make-up after synthesis:
family | synth area share, %
XOR/XNOR | 5.814
adder cells (fa/ha/maj) | 10.56
multiplexers | 2.875
buffers and inverters | 4.988
AND-OR/OR-AND | 17.60
AND/OR/NAND/NOR | 12.89
flip-flops | 45.27
routing by layer:
layer,track usage [%],vias up
met5,0,-
met4,3.253,0
met3,1.962,94
met2,21.41,465
met1,19.25,9087
li1,-,10090
layout make-up:
class / count / area, um^2 / area share (%)
clock buffer: 80 / 1608 / 5.130
tap: 1176 / 1471 / 4.695
sequential: 496 / 12410 / 39.60
clock inverter: 12 / 212.7 / 0.6787
multi-input combinational: 1956 / 13690 / 43.68
inverter: 274 / 1028 / 3.282
timing repair buffer: 98 / 918.4 / 2.930
placed cells by master (no fill, tap or decap), types with 9 or more instances in the layout:
master and n:
xnor2_1 96, nor2_1 150, clkbuf_1 9, nand2b_1 25, a211oi_1 20, xor2_1 86
mux2_2 59, a221oi_1 16, o31ai_1 17, nand3_1 45, nand4_1 22, o21bai_1 26
and3_1 31, nor3_1 39, o21ai_0 220, dfrtp_1 496, clkbuf_16 53, a222oi_1 11
a21oi_1 189, a22oi_1 15, inv_1 272, nand2_1 240, clkdlybuf4s50_1 70, buf_4 27
mux2i_1 9, clkbuf_8 18, a21o_1 70, nor4_1 72, o21a_1 29, ha_1 224
a31oi_1 26, nor2b_1 31
report_power, final:
| part | switching (mW) | total [mW] | internal, mW |
|---|---|---|---|
| sequential | 0.592 | 3.61 | 3.02 |
| clock | 0.858 | 2.29 | 1.44 |
| combinational | 2.84 | 5.28 | 2.44 |
| total | 4.29 | 11.2 | 6.89 |
worst min path at each step:
stage	start	to	slack (ns)	depth (start not counted)
after global routing	u_quant_divider_4.r_index[3]$_DFF_PN0_	u_quant_divider_5.r_index[4]$_DFF_PN0_	0.35	0
after CTS	u_quant_divider_7.r_index[4]$_DFF_PN0_	u_quant_divider_8.r_index[5]$_DFF_PN0_	0.34	0
final	u_quant_divider_4.r_index[3]$_DFF_PN0_	u_quant_divider_5.r_index[4]$_DFF_PN0_	0.34	0
stage by stage:
stage,power [mW],util (%)
floorplan,7.712,-
global placement,8.895,32.70
global route,12.20,34.71
detailed placement,8.922,32.70
finish,11.18,34.71
CTS,11.29,34.71
No activity file was given, so power comes from the tool's default toggle rates.
