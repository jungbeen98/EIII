==> flow/design.v <==
module float_converter(
    input  [31:0] i_int,
    output [30:0] o_float
);
assign o_float = (i_int[31]) ? 31'd0                          :  
                 (i_int[30]) ? {(8'd157), i_int[30:8]       } :
                 (i_int[29]) ? {(8'd156), i_int[29:7]       } :
                 (i_int[28]) ? {(8'd155), i_int[28:6]       } :
                 (i_int[27]) ? {(8'd154), i_int[27:5]       } :
                 (i_int[26]) ? {(8'd153), i_int[26:4]       } :
                 (i_int[25]) ? {(8'd152), i_int[25:3]       } :
                 (i_int[24]) ? {(8'd151), i_int[24:2]       } :
                 (i_int[23]) ? {(8'd150), i_int[23:1]       } :
                 (i_int[22]) ? {(8'd149), i_int[22:0]       } :
                 (i_int[21]) ? {(8'd148), i_int[21:0],  1'd0} :
                 (i_int[20]) ? {(8'd147), i_int[20:0],  2'd0} :
                 (i_int[19]) ? {(8'd146), i_int[19:0],  3'd0} :
                 (i_int[18]) ? {(8'd145), i_int[18:0],  4'd0} :
                 (i_int[17]) ? {(8'd144), i_int[17:0],  5'd0} :
                 (i_int[16]) ? {(8'd143), i_int[16:0],  6'd0} :
                 (i_int[15]) ? {(8'd142), i_int[15:0],  7'd0} :
                 (i_int[14]) ? {(8'd141), i_int[14:0],  8'd0} :
                 (i_int[13]) ? {(8'd140), i_int[13:0],  9'd0} :
                 (i_int[12]) ? {(8'd139), i_int[12:0], 10'd0} :
                 (i_int[11]) ? {(8'd138), i_int[11:0], 11'd0} :
                 (i_int[10]) ? {(8'd137), i_int[10:0], 12'd0} :
                 (i_int[9])  ? {(8'd136), i_int[9:0],  13'd0} :
                 (i_int[8])  ? {(8'd135), i_int[8:0],  14'd0} :
                 (i_int[7])  ? {(8'd134), i_int[7:0],  15'd0} :
                 (i_int[6])  ? {(8'd133), i_int[6:0],  16'd0} :
                 (i_int[5])  ? {(8'd132), i_int[5:0],  17'd0} :
                 (i_int[4])  ? {(8'd131), i_int[4:0],  18'd0} :
                 (i_int[3])  ? {(8'd130), i_int[3:0],  19'd0} :
                 (i_int[2])  ? {(8'd129), i_int[2:0],  20'd0} :
                 (i_int[1])  ? {(8'd128), i_int[1:0],  21'd0} :
                 (i_int[0])  ? {(8'd127), i_int[0:0],  22'd0} :
                                                       31'd0;   
endmodule
==> flow/run.sh <==
#!/bin/bash
# OpenROAD 26Q1-2900-gdf79404cd8, Yosys 0.63+post, stock flow scripts
make -C /OpenROAD-flow-scripts/flow DESIGN_CONFIG=/design/flow/config.mk WORK_HOME=/design/flow/orfs finish
==> flow/config.mk <==
export PLATFORM = sky130hd
export DESIGN_NAME = float_converter
export DESIGN_NICKNAME = float_converter
export VERILOG_FILES = /design/flow/design.v
export SDC_FILE = /design/flow/constraint.sdc
export NUM_CORES = 4
export LEC_CHECK = 1
export CORE_UTILIZATION = 30
==> flow/constraint.sdc <==
current_design float_converter

set clk_period 4.5
set clk_io_pct 0.2

create_clock -name clk0 -period $clk_period

set non_clock_inputs [all_inputs -no_clocks]
set_input_delay [expr $clk_period * $clk_io_pct] -clock clk0 $non_clock_inputs
set_output_delay [expr $clk_period * $clk_io_pct] -clock clk0 [all_outputs]
==> notes.md <==
yosys + openroad results -> logic gate share of total power=~100%, 1st-iter DRT viols=~1200, CP Capture Type=primary output, CP Depth=11, Slew headroom=57.9%, total negative slack=0 ns, Max Cap Viol=0, WL/cell=24.5 µm, Gate Count Post-Synth=811, measured slew at the worst slew-check pin=0.630 ns, Tot Pwr=0.665 mW, Placer Congestion=between 1 and 1.5, status=complete, no violations, Total Wirelength=26900 µm, I/O pin count=63, crit path launch type=input pin, power density over cell area=105 nW/µm², Synth cell types=63, final core occ=41.9%, Final Cycle Share=98.7%, CP endpoint=o_float[12], proportion of layout cells with a drive suffix above 1=21.1%, FP Util=between 30% and 40%, sequential cell count=0, area grow syn2layout=36.5%, Leakage=2.29 nW, Clock Power Share=0%, Arr. time, crit path=3.54 ns, final setup fails=0, Fin. Hold Viols=0, vias in the first global route=6772, first-pass GRT wire length=41300 µm, warning total across the stage logs=32, row cnt=45, min Tclk post-route=4.44 ns, largest net degree at the start of global routing=49, CP delay by family, top=buffers and inverters, worst-path maximum fanout=12, maximum vdd drop=0.0585 mV, first drt pass iteration count=6, Non-Filler Instances=1097, buffers and inverters on the worst path=5, Post-DP Area=between 6000 and 7000 µm², register share of total power=0%, final std cell area, no fill=between 6000 and 7000 µm², Cell Int Power=0.271 mW, core area=between 15000 and 20000 µm², GRT Overall Usage=33.7%, Antenna Cells=0, Yosys Chip Area=4650 µm², Yosys warnings=0, CP max-delay cell=clkdlybuf4s50_1, Fmax=between 200 and 250 MHz, initial antenna violation count=1, CP startpoint=i_int[0], switching pwr=roughly 0.4 mW, Post-synth seq share=0%, Die ar.=between 15000 and 20000 µm², grt ovf=0, Sw Ratio=59.2%, syn avg cell area=5.74 µm², Tightest Hold Check Type=input pin to primary output, antenna-violating nets left=0, Die W=between 100 and 150 µm, hold_ws=between 2 and 3 ns, clock buffer count in the final layout=0, vias per cell=6.80, hold path depth=5, Post-route DRC=0, Worst Path Class, Setup=input pin to primary output, Reg area=0 µm², Worst path max stage delay=~0.47 ns, Req. time, crit path=3.60 ns, Port-buffer cells=63, worst-path cell chain=clkdlybuf4s50_1 > buf_6 > nand3b_1 > a21oi_2 > o31ai_2 > a211oi_2 > buf_4 > o211ai_1 > a2111oi_2 > buf_4 > clkdlybuf4s50_1, via count=7462, Placed Cells=1090, dpl hpwl=19700 µm, worst slack at placement=-0.103 ns, Final Max Tran Viols=0, Cell Area, Synth=between 4000 and 5000 µm², final worst slack=around 0.06 ns, yosys cell count=around 810, Die Height=127 µm
-- final cells by class --
| class | instances | area, µm² |
|---|---|---|
| inverters | 26 | 101 |
| fillers | 1580 | 8790 |
| repair buffers | 224 | 1960 |
| well taps | 188 | 235 |
| multi-input cells | 659 | 4060 |
-- cells by family after synthesis --
family,count (synthesis),synth area share [%]
AOI/OAI and AO/OA,399,57.7
and+or+nand+nor,258,27.4
muxes,2,0.430
buffers and inverters,152,14.5
-- worst min-delay path by stage --
stage | startpoint | to | slack [ns]
4_1_cts | i_int[27] | o_float[14] | 3.03
5_1_grt | i_int[11] | o_float[3] | 2.86
6_report | i_int[11] | o_float[3] | 2.80
-- layer usage --
| metal | vias up | wire length (µm) | GRT usage [%] |
|---|---|---|---|
| met1 | 3398 | 10700 | 47.2 |
| met5 | - | 0 | 0 |
| met4 | 0 | 1510 | 14.4 |
| li1 | 3340 | - | - |
| met3 | 117 | 3270 | 5.54 |
| met2 | 607 | 11400 | 51.0 |
-- power by group through the flow --
| stage | sequential [mW] | combinational, mW | clock, mW |
|---|---|---|---|
| CTS | 0 | 0.630 | 0 |
| finish | 0 | 0.665 | 0 |
| global route | 0 | 0.701 | 0 |
-- cells in the mapped netlist (3+ instances only) --
library cell  instances  share of area [%]
a221o_1               9                1.9
buf_2                40                4.3
nand2b_1              6               0.81
inv_1                14                1.1
o2111ai_1            12                2.3
o311a_1               4               0.86
nor2_1               48                3.9
a32o_1                4               0.86
o21ai_0              46                4.9
nor2b_1              17                2.3
o311ai_0             16                3.0
o221ai_1              7                1.3
o21ai_1               6               0.65
buf_1                13                1.0
a21o_1                3               0.48
buf_4                 8                1.3
a2111o_1              4               0.97
or3_1                 9                1.2
nand2_1              79                6.4
o22ai_1               6               0.81
nand3_1              13                1.4
a221oi_1             18                3.4
a311oi_1             11                2.1
buf_6                 3               0.73
nand4_1               4               0.54
a211oi_1             24                3.9
o31ai_1              23                3.7
a211o_1               5               0.94
o211ai_1             16                2.6
and3_1                3               0.40
clkinv_1              6               0.48
a21oi_1             139                 15
clkbuf_1             62                5.0
nand3b_1              9                1.5
nor4_1               10                1.3
a2111oi_0             9                1.7
a31oi_1              14                1.9
nor3b_1              13                2.1
or2_2                 5               0.67
nor3_1               33                3.5
a22oi_1               7                1.1
inv_2                 6               0.48
-- cell usage in the layout (no fill, tap or decap), types with 8 or more instances in the layout --
cell type	count
nor3_1	33
dlymetal6s2s_1	8
nand3_1	13
nor2b_1	16
clkdlybuf4s50_1	54
nand2_1	79
a221oi_1	16
nand3b_1	9
buf_4	149
o311ai_0	16
a31oi_1	14
nor4_1	10
or3_1	9
o21ai_0	45
o211ai_1	16
o2111ai_1	12
o31ai_1	21
a21oi_1	137
nor2_1	48
a311oi_1	11
nor3b_1	12
inv_1	14
a221o_1	9
a211oi_1	23
-- timing repair --
action | in CTS | in global routing
buffers inserted | 0 | 6
endpoints found under the setup margin | 2 | 17
gates resized | 4 | 27
cloned | 0 | 1
pin swaps | 0 | 6
hold endpoints to repair | 0 | 0
hold buffers | 0 | 0
Power is estimated from default activity; no workload was simulated.
